## flow/run.sh

```bash
#!/bin/bash
# OpenROAD 26Q1-2900-gdf79404cd8, Yosys 0.63+post, stock flow scripts
make -C /OpenROAD-flow-scripts/flow DESIGN_CONFIG=/design/flow/config.mk WORK_HOME=/design/flow/orfs finish
```

## flow/config.mk

```make
export PLATFORM = sky130hd
export DESIGN_NAME = sequence_detection_unit
export DESIGN_NICKNAME = sequence_detection_unit
export VERILOG_FILES = /design/flow/design.v
export SDC_FILE = /design/flow/constraint.sdc
export NUM_CORES = 4
export LEC_CHECK = 1
export CORE_AREA = 10 10 70 70
export DIE_AREA = 0 0 80 80
```

## flow/design.v

```verilog
`timescale 1ns / 1ps
module sequence_detection_unit(nrst, clk, data, flag);
    input wire nrst;
    input wire clk;
    input wire [7:0] data;
    output reg flag;
    localparam byte1 = 8'hAB,
               byte2 = 8'hCD,
               byte3 = 8'hEF,
               byte4 = 8'h24;
    localparam ideal = 3'd0,
               s1 = 3'd1,
               s2 = 3'd2,
               s3 = 3'd3,
               s4 = 3'd4;
    reg [2:0] current_state;
    reg [2:0] next_state;
    always @(posedge clk, negedge nrst) begin
        if (nrst == 1'b0)
            current_state <= ideal;
        else
            current_state <= next_state;
    end
    always @(current_state, data)begin
        case(current_state)
            ideal: begin 
                if(data == byte1) next_state = s1;
                else next_state = ideal;
            end
            s1: begin
                if(data == byte2) next_state = s2;
                else if(data == byte1) next_state = s1;
                else next_state = ideal;
            end
            s2: begin
                if(data == byte3) next_state = s3;
                else if(data == byte1) next_state = s1;
                else next_state = ideal;
            end
            s3: begin
                if(data == byte4) next_state = s4;
                else if(data == byte1) next_state = s1;
                else next_state = ideal;
            end
            s4: begin
                if(data == byte1) next_state = s1;
                else next_state = ideal;
            end
            default: next_state = ideal;
        endcase
    end
    always @(current_state)begin
        case(current_state)
            ideal: flag = 1'b0;
            s1: flag = 1'b0;
            s2: flag = 1'b0;
            s3: flag = 1'b0;
            s4: flag = 1'b1;
            default: flag = 1'b0;
        endcase
    end
endmodule
```

## flow/constraint.sdc

```tcl
current_design sequence_detection_unit

set clk_period 1.6
set clk_io_pct 0.2

create_clock -name clk0 -period $clk_period [get_ports {clk}]

set non_clock_inputs [all_inputs -no_clocks]
set_input_delay [expr $clk_period * $clk_io_pct] -clock clk0 $non_clock_inputs
set_output_delay [expr $clk_period * $clk_io_pct] -clock clk0 [all_outputs]
```

==> reports/metrics.yaml <==
mux_share_pct: 0
setup_viol: 0
synth_seq_share_pct: 47.42
critPathKind: "in -> reg"
chip_area_um2: 6400
drtAntennaViolNets: 0
grt_pass1_vias: 321
cts-root-buf: "clkbuf_4"
detail_route.wirelength.met1_um: 474
regArea_um2: 126.4
compound_area_share_pct: 11.27
nFillCells: 391
placed_area_um2: 484.2
drive_above_1_share_pct: 29.79
rsz0062_at_grt: "false"
ff2ff_path_depth: 3
crit_path_start_kind: "input port"
fin_util_pct: 14.87
tool_warnings: 25
edf_count: 0
top_register: "current_state"
async_flop_share_pct: 100.0
ys.warnings.count: 1
largest_reg_flops: 5
final_cell_count_no_fill: 93
adder_share_pct: 0
placementRows: 21
period_used_pct: 96.23
viasPerCell: 2.925
place.gp.congestion: 0.8394
r2r_slack_ps: 710
dr_wl_met3_um: 136
ys.flops: 5
htreeDepth: 1
grt_pass1_wl_mm: 1.380
xor_share_pct: 0
clockBufferDepth: 2
die_height_um: 80
cts_buffers: 3
reg2reg_from: "current_state[1]"
hold_path.class: "in -> async"
hold_violations: 0
yosys_cells: 25
p_leak_nw: 0.1916
grt_overflow_total: 0
antenna_found_initial: 0
clk_latency_ps: 230
cp-end-kind: "flip-flop"
clk_pin_slew_ps: 40
netlist.top_cell.by_area: "dfrtp_1"
wirelength_um: 823
dpl_worst_slack_ps: -403.4
worstPathMaxFanout: 2
cts.sinks: 5
route.met2.wl_um: 212
syn_avg_cell_area_um2: 10.66
netlist_area_um2: 266.5
first_iter_violations: 6
crit_start: "data[1]"
synth.cellmix.simpleShare_pct: 39.91
slowest_delay_ps: 550
vdd.ir_drop.worst_mv: 0.2088
hold_buffers: 0
period_needed_ps: 1540
top_layer: "met3"
topCellsByArea: "dfrtp_1 38%, dfstp_2 9.9%, and2_1 7.0%, o41ai_2 6.1%, or4b_4 5.2%"
top_cell: "dfrtp_1"
r2r-end: "current_state[3]"
diodes: 0
slew_viol_final: 0
fmax_mhz: 649.5
fin_area_um2: 508.0
cts_tree: "built"
ys.flop_type: "dfrtp_1"
post-cts-setup-buffers: 0
p_per_area_nw_per_um2: 650.0
synth_cells: 25
cp_data_arrival_time_ps: 1660
drc: 0
wl_per_cell_um: 8.849
common_cells: "4 x dfrtp_1, 3 x and2_1, 2 x nand4_1, 2 x nor4_1"
grt_max_degree: 6
worstPathCellList: "clkdlybuf4s15_1 -> or4b_4 -> o41ai_2 -> nand4_1 -> nor2b_1"
drv_cap: 0
dp_cells: 89
fp_util_pct: 7.802
die_x_um: 80
reg_top3: "current_state: 5 flops"
hold_slack_ps: 308.3
vias: 272
fin_ws_ps: 60.31
hpwl_um: 649.6
top_cell_area_share_pct: 37.56
fin_skew_ps: 1.473
cpMaxStageDelayCell: "or4b_4"
slew_headroom_pct: 82.03
ys_area_um2: 266.5
syn_to_final_growth_pct: 90.61
run_status: "finished clean"
tightest_slew_ps: 266.0
dr.pass1.iters: 3
synth.comb.largest_family: "simple AND/OR/NAND/NOR gates"
crit_required_ps: 1720
grt_use_total_pct: 2.718
crit_end: "current_state[3]"
port_buffers: 10
io_pins: 11
synthDistinctLibCells: 18
comb_area_um2: 136.4
coreArea_um2: 3416
==> critical path: cells and delay by family <==
kind	cells	cell delay [ps]
compound gates	1	290
buf+inv	1	190
simple gates	3	870
==> metal layers <==
layer  global-route usage (%)  vias to the layer above
met5                        0                        -
met4                   0.5282                        0
met3                    2.500                        0
li1                         -                      143
met2                    3.291                       11
met1                    3.421                      118
==> layout by cell type (no fill, tap or decap), types with 2 or more instances in the layout <==
cell             Yosys  routed
nand4_1              2       2
clkbuf_4             0       3
clkdlybuf4s50_1      0       6
clkdlybuf4s15_1      0       2
nor4_1               2       2
dlygate4sd2_1        0       2
and2_1               3       3
dfrtp_1              4       4
buf_4                0       8
==> worst min-delay path by stage <==
stage / from / endpoint / slack, ps / cells after the start
final: nrst / current_state[2] / 310 / 1
after CTS: nrst / current_state[2] / 300 / 1
after global routing: nrst / current_state[2] / 300 / 1
==> cell families (layout without fill, tap and decap cells) <==
| logic type | Yosys count | in the layout |
|---|---|---|
| AOI/OAI and AO/OA | 3 | 3 |
| buffers and inverters | 1 | 23 |
| DFF | 5 | 5 |
| and+or+nand+nor | 16 | 16 |
==> final cells by class <==
class                      count  share of cell area [%]
sequential                     5                   24.88
clock buffer                   4                   5.172
tap                           46                   11.33
inverter                       1                  0.7389
multi-input combinational     19                   26.85
timing repair buffer          18                   31.03
==> what timing repair did <==
action                                  CTS  global route
pin swaps                                 3             2
resized                                   6             0
endpoints found under the setup margin    2             2
==> power by group <==
| group | switching [mW] | internal (mW) | total, mW |
|---|---|---|---|
| logic | 0.0220 | 0.0348 | 0.0567 |
| clock network | 0.0461 | 0.0939 | 0.140 |
| registers | 0.000775 | 0.133 | 0.133 |
| total | 0.0689 | 0.261 | 0.330 |
==> stage by stage <==
stage	total power, mW	setup TNS [ps]
after detailed placement	0.1943	-1024
after CTS	0.3382	0
after floorplan	0.1484	0
after global routing	0.3559	0
after global placement	0.1934	-959.1
final	0.3302	0
Power and IR drop assume default switching activity.
